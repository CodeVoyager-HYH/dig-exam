===== config.mk =====
export PLATFORM = sky130hd
export DESIGN_NAME = top
export DESIGN_NICKNAME = top
export VERILOG_FILES = /design/flow/design.v
export SDC_FILE = /design/flow/constraint.sdc
export NUM_CORES = 4
export LEC_CHECK = 1
export CORE_AREA = 10 10 80 80
export DIE_AREA = 0 0 90 90

===== constraint.sdc =====
current_design top

set clk_period 5.7
set clk_io_pct 0.2

create_clock -name clk0 -period $clk_period

set non_clock_inputs [all_inputs -no_clocks]
set_input_delay [expr $clk_period * $clk_io_pct] -clock clk0 $non_clock_inputs
set_output_delay [expr $clk_period * $clk_io_pct] -clock clk0 [all_outputs]

===== design.v =====
module complement(
	input [3:0]a,
	output reg[3:0]b
);
always @(*)begin
	if(a[3] == 0) b = a;
	else b = ~a+1;
end
endmodule
module overflow(
	input [3:0]a,
	input [3:0]b,
	input [2:0]n,		 
	output reg c		 
);
reg [4:0] d;  
reg [3:0] A;  
reg [3:0] B;
complement aa(a,A);
complement bb(b,B);
always @(*)begin
	case (n)
		3'b001:begin	
			if(a[3]==1 && b[3]==0) 
			begin
				d[4] = 1;
				d = A+{1'b0,b[2:0]};
				if(d[3]!=d[4])  c=1;
				else c = 0;
			end
			else if(a[3]==0 && b[3]==1) 
			begin
				d[4] = 0;
				d = a+B;
				if(d[3]!=d[4])  c=1;
				else c = 0;
			end
			else c=0;
		end
		3'b000:begin 	
			if(a[3]==b[3]==0) 
			begin
				d[4] = 0;
				d = a+b;
				if(d[4] != d[3]) c = 1;
				else c = 0;
			end
			else if(a[3]==b[3]==1) 
			begin
				d[4] = 1;
				d = A+B;
				if(d[3]!=d[4])  c=1;
				else c = 0;
			end
			else c = 0;	 
		end
		default :c = 0;
	endcase
end
endmodule	
module top(
	input [3:0]a,
	input reg [3:0]b,
	input [2:0]en,	 
	output reg of,	 
	output reg[3:0]out,
	output reg zero
);
reg [3:0] A;	 
reg [3:0] B;	 
complement a1(a,A);
complement b1(b,B);
overflow add(a,b,en,of);
always @(*) begin
	case (en)
		3'b010: begin out = ~a;end	 
		3'b011: begin out = a & b;end	 
		3'b100: begin out = a | b;end	 
		3'b101: begin out = a ^ b;end	 
		3'b110: begin  
			if(a[3] == b[3] == 0)	 
				if(a[2:0]<b[2:0]) out = 1; else out = 0; 
			else if(a[3]>b[3]) out = 1;  
			else if(a[3] == b[3] == 1) begin  if(a[2:0]<b[2:0]) out = 0; else out = 1;end  
			else out = 0; 
			end
		3'b111: begin if(a == b) out = 1;else out = 0;end	 
		3'b000: begin 
			if(a[3] == b[3])begin	 
				out = a + b;
      			end		
			else begin		 
				if(a[3] == 1)begin	 
					out = A+b;
				end
				else begin  out = a+B; end  
			end	
			end
		3'b001: begin 
			if(a[3] == 0 && b[3] == 1) begin		 
				out = a + {~b[3],b[2:1]};
			end	
			else if(b[3] == 0 && a[3] == 1) begin		 
				out = A+{~b[3],b[2:0]};
			end	
			else if(b[3] == 0 && a[3] == 0)begin
				out = a - B;	
			end	
			else  begin  		 
				out = A + {~b[3],b[2:0]};
			end
			end
		default  out=1;
	endcase
	if(out == 0)zero = 1;
	else zero =0;
end
endmodule	

===== run.sh =====
#!/bin/bash
# OpenROAD 26Q1-2900-gdf79404cd8, Yosys 0.63+post, stock flow scripts
make -C /OpenROAD-flow-scripts/flow DESIGN_CONFIG=/design/flow/config.mk WORK_HOME=/design/flow/orfs finish

==> impl_results.rst <==
Implementation results
======================

.. list-table::
   :header-rows: 1

   * - Metric
     - Value
   * - Worst hold path class
     - input port to output port
   * - Largest delay share family, worst path
     - buffers and inverters
   * - Number of max-cap violations
     - 0
   * - Chip area
     - 8100 um^2
   * - Max incr delay on CP
     - 0.55 ns
   * - Setup Buffers After CTS
     - 0
   * - Flops
     - 0
   * - Diodes inserted
     - 0
   * - Buffering stage count on the worst path with inverters included
     - 3
   * - Tightest Pin Transition
     - 0.6159 ns
   * - Unrepaired setup endpoints after global routing
     - false
   * - Setup violation total in the final timing report
     - 0
   * - Crit share post-route
     - 92.86%
   * - Number of warnings in the stage logs
     - 45
   * - Result of the run
     - complete, no violations
   * - Count of instances resized after the clock tree is built
     - 0
   * - Number of placed instances with taps included
     - 270
   * - Worst setup path endpoint
     - out[3]
   * - All-layer global routing usage
     - 9.308%
   * - Number of fill cells
     - 489
   * - Post-detailed-route DRC marker count
     - 0
   * - Largest net degree at the start of global routing
     - 16
   * - Wire length of the first global-routing pass
     - 6444 um
   * - Mean Syn Cell Area
     - 7.759 um^2
   * - CP endpoint kind
     - output port
   * - Unique masters post-synth
     - 48
   * - Floorplan Core Area
     - 4723 um^2
   * - Register area share after synthesis
     - 0%
   * - Final HPWL from detailed placement
     - 3358 um
   * - CP Data Arrival Time
     - 4.15 ns
   * - PD cells
     - 103.2 nW/um^2
   * - Top Ports
     - 17
   * - Yosys Warn Count
     - 3
   * - Proportion of layout cells with a drive suffix above 1
     - 10.84%
   * - Die height
     - 90 um
   * - First-pass DRT Iterations
     - 4
   * - Iter 0 DRT Violations
     - 77
   * - Instance tally after logic synthesis
     - 184
   * - Cell count along the critical path
     - 12
   * - FF/Latch Area
     - 0 um^2
   * - Via count of the first global-routing pass
     - 1306
   * - Residual antenna-violating net count after detailed routing
     - 0
   * - Cells traversed along the worst timing path
     - clkdlybuf4s50_1, inv_1, ha_1, nor2_1, xnor2_1, ha_1, and3_1, a211oi_4, xnor2_2, a22o_1, o211ai_2, clkdlybuf4s50_1
   * - Total cell area reported by yosys after synthesis
     - 1428 um^2
   * - Horizontal die size
     - 90 um
   * - Tot Pwr
     - 0.0001789 W
   * - Start point of the worst min-delay path
     - a[2]
   * - Area Growth Syn to Fin
     - 21.47%
   * - Most frequently placed logic cell in the final layout
     - ha_1
   * - Cell count listed in synth_stat.txt
     - 184
   * - Clock buf count
     - 0
   * - Slowest-stage cell, CP
     - clkdlybuf4s50_1
   * - Class of the most critical setup path
     - input port to output port
   * - Final routed wire length divided by cell count
     - 14.57 um
   * - Critical path launch point type
     - input port
   * - Gpl congestion
     - 0.9031
   * - Fin. Hold Viols
     - 0
   * - Netlist area before placement
     - 1428 um^2
   * - Num rows
     - 25
   * - Final global-route overflow total
     - 0
   * - Required time worst endpoint
     - 4.56 ns
   * - Multi-input logic area
     - 1335 um^2
   * - Number of standard cells in the layout, taps in and fillers out
     - 270
   * - Fmax
     - 0.1889 GHz
   * - VDD IR-drop max
     - 0.03501 mV
   * - Slew HR
     - 58.85%
   * - Aggregate routed wire length
     - 3935 um
   * - Standby leakage power
     - 0.7891 nW
   * - Setup Total Neg Slack
     - 0 ns
   * - DR vias/cell
     - 5.007
   * - Leading cell types in the layout, fill and taps excluded
     - ha_1 (31), inv_1 (20), clkdlybuf4s50_1 (16), nand2_1 (13)
   * - Time the final worst path needs with I/O delays and setup
     - 5.293 ns
   * - Effective utilization at floorplan
     - 30.23%
   * - Hold buffer count at CTS
     - 0
   * - Number of port buffers
     - 17
   * - Number of antenna violations at the first check in global routing
     - 0
   * - Number of slew-limit violations in the final report
     - 0
   * - Timing startpoint of the critical path
     - a[0]
   * - Maximum net fanout on the critical path
     - 3
   * - Vias post-DR
     - 1352
final cells by class:
type / count / area share, %
multi-input cells: 156 / 76.98
repair buffers: 25 / 13.42
well taps: 67 / 4.834
inverters: 22 / 4.762
cells in the mapped netlist, types with 3 or more instances:
cell type / n / area, um^2
xnor2_1: 12 / 105.1
nor2b_1: 5 / 31.28
clkbuf_1: 5 / 18.77
o21ai_0: 6 / 30.03
nor4_1: 4 / 25.02
a21oi_1: 12 / 60.06
nand2b_1: 3 / 18.77
o211ai_1: 3 / 22.52
nor2_1: 12 / 45.04
nand2_1: 13 / 48.80
mux2i_1: 5 / 50.05
inv_1: 21 / 78.83
nor3_1: 3 / 15.01
fa_1: 4 / 80.08
a31oi_1: 3 / 18.77
ha_1: 31 / 387.9
o2111ai_1: 4 / 35.03
logic make-up after synthesis:
| logic type | count (synthesis) | synth area share, % |
|---|---|---|
| buf+inv | 28 | 7.888 |
| simple gates | 47 | 17.70 |
| xor+xnor | 15 | 9.729 |
| compound gates | 50 | 24.72 |
| fa+ha+maj | 36 | 33.57 |
| mux | 8 | 6.398 |
how the worst min path moves through the flow:
stage / end / slack (ns) / cells past startpoint
after CTS: out[0] / 3.58 / 4
after global routing: zero / 3.40 / 6
final: zero / 3.33 / 6
through the flow:
stage                     instance area (um^2)  util (%)  worst slack (ns)  hold WS, ns
after global routing                      1734     36.72            0.2184        3.401
after CTS                                 1712     36.24            0.1524        3.578
after detailed placement                  1712     36.24            0.1542        3.582
final                                     1734     36.72            0.4070        3.333
after floorplan                           1428         -             1.402        2.343
after global placement                    1712     36.24            0.1326        3.583
where the power goes:
part | switching [W] | total (W) | leakage (nW) | internal (W)
Clock | 0 | 0 | 0 | 0
Sequential | 0 | 0 | 0 | 0
Combinational | 0.0000945 | 0.000179 | 0.789 | 0.0000844
tightest hold or removal path, delay by kind of cell:
kind | cells | cell delay (ns)
compound gates | 2 | 0.28
buf+inv | 3 | 0.70
simple gates | 1 | 0.07
metal layers:
| layer | share of wire (%) | track usage [%] | vias up |
|---|---|---|---|
| met5 | 0 | 0 | - |
| met4 | 1.6 | 1.326 | 0 |
| met3 | 3.2 | 0.2515 | 4 |
| met2 | 47 | 15.62 | 29 |
| met1 | 48 | 13.25 | 613 |
| li1 | - | - | 706 |
Power is estimated from default activity; no workload was simulated.
