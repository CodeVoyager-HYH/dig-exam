## ./run.sh

```bash
#!/bin/bash
# OpenROAD 26Q1-2900-gdf79404cd8, Yosys 0.63+post, stock flow scripts
make -C /OpenROAD-flow-scripts/flow DESIGN_CONFIG=/design/flow/config.mk WORK_HOME=/design/flow/orfs finish
```

## ./config.mk

```make
export PLATFORM = sky130hd
export DESIGN_NAME = bcd7seg
export DESIGN_NICKNAME = bcd7seg
export VERILOG_FILES = /design/flow/design.v
export SDC_FILE = /design/flow/constraint.sdc
export NUM_CORES = 4
export LEC_CHECK = 1
export CORE_AREA = 10 10 70 70
export DIE_AREA = 0 0 80 80
```

## ./constraint.sdc

```tcl
current_design bcd7seg

set clk_period 1.4
set clk_io_pct 0.2

create_clock -name clk0 -period $clk_period

set non_clock_inputs [all_inputs -no_clocks]
set_input_delay [expr $clk_period * $clk_io_pct] -clock clk0 $non_clock_inputs
set_output_delay [expr $clk_period * $clk_io_pct] -clock clk0 [all_outputs]
```

## ./design.v

```verilog
module bcd7seg(
  input  [3:0] b,
  output reg [6:0] h
);
always@(b) begin
	case(b)
	4'b0000: h <= 7'b0000001;	 
	4'b0001: h <= 7'b1001111;	 
	4'b0010: h <= 7'b0010010;	 
	4'b0011: h <= 7'b0000110;	 
	4'b0100: h <= 7'b1001100;	 
	4'b0101: h <= 7'b0100100;	 
	4'b0110: h <= 7'b0100000;	 
	4'b0111: h <= 7'b0001111;	 
	4'b1000: h <= 7'b0000000;	 
	4'b1001: h <= 7'b0000100;	 
	4'b1010: h <= 7'b0001000;	 
	4'b1011: h <= 7'b1100000;	 
	4'b1100: h <= 7'b0110001;	 
	4'b1101: h <= 7'b1000010;	 
	4'b1110: h <= 7'b0110000;	 
	4'b1111: h <= 7'b0111000;	 
	endcase
end
endmodule
```

==> results_slide.txt <==
Key Metrics from the Run

Setup path
  • WP buf/inv: 3
  • Crit path kind: primary input to primary output
  • CP Depth: 5
  • Element type at the critical path end: primary output
  • CP cell instances: buf_8 -> buf_6 -> ha_2 -> mux4_2 -> buf_2
  • WP data required: around 1.1 ns
  • CP max FO: 5
  • Critical Path Max Stage Delay: about 0.45 ns
  • CP max-delay cell: mux4_2
  • Worst setup SP type: primary input
  • Crit-path leading delay family: multiplexers
  • Critical Path AT: about 1.3 ns

Die
  • Die Y: approximately 80 um
  • Die footprint: roughly 6400 sq um
  • Die W: approximately 80 um
  • # rows: 21
  • Io pins: 11
  • Core area: 3420 sq um
  • Fp util: 7.88%

Hold path
  • Min-delay worst type: primary input to primary output
  • Hold Path Stages: 3
  • Hold endpoint: h[5]
  • Hold Crit Start: b[3]

Placed design
  • Place WS: -0.906 ns
  • Placed Area: a little under 500 sq um
  • HPWL after DPL: between 600 and 700 um
  • Port buffer count: 11
  • Routability cong.: around 0.75

Global route
  • GRT overflow: 0
  • Vias in the first global route: ~350
  • Largest net degree at the start of global routing: 11
  • Tot GR Track Use: under 10%
  • Antenna violations before repair: 0
  • First-pass GRT wire length: ~1.5 mm

Route
  • DRT iter0 DRCs: 2
  • Detailed Route WL: approximately 1000 um
  • WL per Instance: just under 10 um
  • # DRC: 0
  • Pre-antenna DRT Iters: 2
  • Routed vias/inst: 3.13
  • Vias: 322
  • ANT cells: 0
  • Routed Antenna Nets: 0

Logic synthesis
  • Top-area cell share: 32.6%
  • Leading cell types by count after synthesis: ha_1 (7), mux2i_1 (6), nor2_1 (5)
  • YS warnings: 1
  • Synth unique cells: 13
  • Gate Count Post-Synth: 33
  • Top cells by area: ha_1 (33%), mux2i_1 (22%), mux4_2 (8.4%), nor2_1 (7.0%), nand2b_1 (4.7%)
  • Chip area in the Yosys report: around 270 sq um
  • Yosys stat cell total: 33
  • Yosys top cell by instances: ha_1
  • Register share after synthesis: 0%
  • Avg Synthesized Cell Area: ~8.2 sq um
  • Cell type with the largest total area: ha_1
  • Syn Std Cell Area: 269 sq um

Final timing
  • Setup ws final: -0.151 ns
  • Fin crit share: 111%
  • Setup TNS: -0.239 ns
  • Worst-Margin Slew: approximately 0.20 ns
  • Slew Viols, Final: 0
  • Max Freq: between 600 and 700 MHz
  • Final setup fails: 3
  • Tmin final: approximately 1.6 ns
  • Max transition margin: 86.5%
  • Endpoints failing hold: 0
  • RSZ-0062 raised after global routing: true

Final layout
  • Fill count: ~370
  • Storage element area: 0 sq um
  • Sequential cells: 0
  • Layout cells sized above 1: a little under three quarters
  • Clock Buffer Count: 0
  • Design area: 654 sq um
  • P&R area growth vs syn: 143%

Flow run
  • Tool Warnings: approximately 40
  • Max Cap Viol: 0

Outcome
  • Status: finished with violations
  • Failing checks: negative setup slack

Power
  • Pwr per Cell Area: approximately 270 nW/um^2
  • Peak supply drop: 0.0000506 V
  • Leakage: about 0.28 nW

Clocking
  • Post-CTS Hold Buffers: 0
[how the worst max path moves through the flow]
stage / from / endpoint / slack [ns]
4_1_cts: b[1] / h[3] / -0.13
5_1_grt: b[1] / h[3] / -0.19
6_report: b[1] / h[3] / -0.15
[area by class of cell]
class	count	area, sq um	area share, %
Inverter	3	18.8	2.87
Multi-Input combinational cell	28	342	52.2
Tap cell	46	57.6	8.80
Timing Repair Buffer	26	236	36.1
[logic make-up after synthesis]
group           after synthesis  share of synthesized area, %
compound gates                6                          14.0
simple gates                  8                          13.0
mux                           7                          30.7
fa+ha+maj                     7                          32.6
buf+inv                       5                          9.77
[placed cells by master, fill, tap and decap left out, types with 2 or more instances in the layout]
master | netlist | routed
ha_4 | 0 | 4
ha_2 | 0 | 2
buf_2 | 0 | 8
mux2i_4 | 0 | 2
buf_4 | 0 | 8
mux2i_1 | 6 | 4
nor2_1 | 5 | 5
a21oi_2 | 0 | 2
buf_8 | 0 | 3
buf_6 | 1 | 5
[layer usage]
metal | global-route usage, % | share of wire [%] | wire [um] | vias up
met1 | 3.31 | 43 | 425 | 149
met5 | 0 | 0 | 0 | -
li1 | - | - | - | 165
met4 | 0 | 0 | 0 | 0
met3 | 0.341 | 5.0 | 50 | 0
met2 | 5.14 | 52 | 521 | 8
[per-stage QoR]
step	util (%)	instances	hold WS (ns)	power (W)
3_5_place_dp	14.1	96	1.67	0.000127
2_1_floorplan	-	33	0.660	0.0000512
5_1_grt	19.2	103	1.03	0.000196
6_report	19.2	103	0.995	0.000178
3_3_place_gp	14.1	96	1.65	0.000126
4_1_cts	17.8	102	1.02	0.000154
[where the power goes]
part	leakage (nW)	total, W	switching [W]	internal [W]
Combinational	0.278	0.000178	0.0000727	0.000105
Sequential	0	0	0	0
Clock	0	0	0	0
[timing repair]
action | in CTS | in global routing
pin swaps | 8 | 4
gates cloned | 0 | 1
endpoints found under the setup margin | 7 | 5
buffers inserted | 6 | 0
resized | 63 | 7
[worst min-delay path, cell delays in order]
cell	delay (ns)
buf_2	0.17
a32o_1	0.18
buf_2	0.09
Power and IR drop assume default switching activity.
